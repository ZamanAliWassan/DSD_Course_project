==> /design/flow/design.v <==
`timescale 1ns / 1ps
module DigitToSeg(in1, 
           in2, 
           in3, 
           in4,
           in5,
           in6,
           in7,
           in8, 
           mclk, 
           an, 
           dp,
           seg);
    input [3:0] in1;
    input [3:0] in2;
    input [3:0] in3;
    input [3:0] in4;
    input [3:0] in5;
    input [3:0] in6;
    input [3:0] in7;
    input [3:0] in8;
    input mclk;
    output [7:0] an;
    output [6:0] seg;
    output dp;
   wire XLXN_94;
   wire [3:0] XLXN_102;
   wire [2:0] XLXN_109;
   sevensegdecoder  XLXI_6 (.nIn(XLXN_102[3:0]), 
                           .ssOut(seg[6:0]));
   mux4_4bus  XLXI_45 (.I0(in1[3:0]), 
                      .I1(in2[3:0]), 
                      .I2(in3[3:0]), 
                      .I3(in4[3:0]),
                      .I4(in5[3:0]), 
                      .I5(in6[3:0]), 
                      .I6(in7[3:0]), 
                      .I7(in8[3:0]),  
                      .Sel(XLXN_109[2:0]), 
                      .Y(XLXN_102[3:0]));
   segClkDevider  XLXI_47 (.clk(mclk), 
                          .rst(), 
                          .clk_div(XLXN_94));
   counter3bit  XLXI_49 (.clk(XLXN_94), 
                        .rst(), 
                        .Q(XLXN_109[2:0]));
   decoder_3_8  XLXI_50 (.I(XLXN_109[2:0]),
                        .dp(dp), 
                        .an(an[7:0]));
endmodule
module counter3bit (
    input clk,
    input rst,
    output reg [2:0] Q
    );
always @ (posedge(clk))    
begin
    if (rst == 3'b111)
        Q <= 3'b0;
    else
        Q <= Q + 1'b1;
end
endmodule
`timescale 1ns / 1ps
module decoder_3_8 ( 
    input [2:0] I,
    output [7:0] an,
    output dp	 
);
assign an[0] = ~(~I[2] & ~I[1] & ~I[0]);
assign an[1] = ~(~I[2] & ~I[1] & I[0]);
assign an[2] = ~(~I[2] & I[1] & ~I[0]);
assign an[3] = ~(~I[2] & I[1] & I[0]);
assign an[4] = ~(I[2] & ~I[1] & ~I[0]);
assign an[5] = ~(I[2] & ~I[1] & I[0]);
assign an[6] = ~(I[2] & I[1] & ~I[0]);
assign an[7] = ~(I[2] & I[1] & I[0]);
assign dp = ~(I[2] & I[1] & ~I[0]);
endmodule
`timescale 1ns / 1ps
module mux4_4bus(
    input [3:0] I0,
    input [3:0] I1,
	input [3:0] I2,
    input [3:0] I3,
    input [3:0] I4,
    input [3:0] I5,
    input [3:0] I6,
    input [3:0] I7,
    input  [2:0] Sel,
    output [3:0] Y
); 
assign Y = ( Sel == 0 )? I0 : ( Sel == 1 )? I1 : ( Sel == 2 )? I2 : ( Sel == 3 )? I3 : ( Sel == 4 )? I4 :( Sel == 5 )? I5 :( Sel == 6 )? I6 : I7;
endmodule
`timescale 1ns / 1ps
module segClkDevider(
input clk,
    input rst,
    output reg clk_div
    );
 localparam constantNumber = 10000;
 reg [31:0] count;
always @ (posedge(clk), posedge(rst))
begin
    if (rst == 1'b1)
        count <= 32'b0;
    else if (count == constantNumber - 1)
        count <= 32'b0;               
    else
        count <= count + 1;
end
always @ (posedge(clk), posedge(rst))
begin
    if (rst == 1'b1)
        clk_div <= 1'b0;
    else if (count == constantNumber - 1)
        clk_div <= ~clk_div;
    else
        clk_div <= clk_div;
end
endmodule
`timescale 1ns / 1ps
module sevensegdecoder(
	input [3:0] nIn,
	output reg [6:0] ssOut  
);
always @(nIn)
    case (nIn)
      4'h0: ssOut = 7'b1000000;
      4'h1: ssOut = 7'b1111001;
      4'h2: ssOut = 7'b0100100;
      4'h3: ssOut = 7'b0110000;
      4'h4: ssOut = 7'b0011001;
      4'h5: ssOut = 7'b0010010;
      4'h6: ssOut = 7'b0000010;
      4'h7: ssOut = 7'b1111000;
      4'h8: ssOut = 7'b0000000;
      4'h9: ssOut = 7'b0011000;
      4'hA: ssOut = 7'b0001000;
      4'hB: ssOut = 7'b0000011;
      4'hC: ssOut = 7'b1000110;
      4'hD: ssOut = 7'b0100001;
      4'hE: ssOut = 7'b0000110;
      4'hF: ssOut = 7'b0001110;
      default: ssOut = 7'b1001001;
    endcase
endmodule
==> /design/flow/run.sh <==
#!/bin/bash
# OpenROAD 26Q1-2900-gdf79404cd8, Yosys 0.63+post, stock flow scripts
make -C /OpenROAD-flow-scripts/flow DESIGN_CONFIG=/design/flow/config.mk WORK_HOME=/design/flow/orfs finish
==> /design/flow/config.mk <==
export PLATFORM = sky130hd
export DESIGN_NAME = DigitToSeg
export DESIGN_NICKNAME = DigitToSeg
export VERILOG_FILES = /design/flow/design.v
export SDC_FILE = /design/flow/constraint.sdc
export NUM_CORES = 4
export LEC_CHECK = 1
export CORE_AREA = 10 10 70 70
export DIE_AREA = 0 0 80 80
==> /design/flow/constraint.sdc <==
current_design DigitToSeg

set clk_period 1.0
set clk_io_pct 0.2

create_clock -name clk0 -period $clk_period [get_ports {mclk}]

set non_clock_inputs [all_inputs -no_clocks]
set_input_delay [expr $clk_period * $clk_io_pct] -clock clk0 $non_clock_inputs
set_output_delay [expr $clk_period * $clk_io_pct] -clock clk0 [all_outputs]
==> summary.txt <==
core area: 0.00342 sq mm
gr usage total: 0.0319
Syn. warnings: 4
CP max stage delay: 0.27 ns
Max VDD drop: 0.000133 V
initial antenna violation count: 0
status: finished with violations
First-pass DRT Iterations: 3
distinct cell type count after synthesis: 20
CLK BUF: 0
Required @ worst endpoint: 0.80 ns
Port Buffer Count: 11
crit start category: primary input
register area: 0 sq um
RSZ-0062 raised after global routing: true
CP max stage cell: mux2_4
HP Class: in2out
Placed Area: 538 sq um
total chip power: 223 uW
top cells by area, synth: ha_1, buf_4, mux2i_1, a22o_1, o21ai_0
Max Fclk: 0.754 GHz
Cell Rows: 21
design area: 618 sq um
critical path, cell by cell: buf_8 -> buf_6 -> ha_4 -> mux2_4 -> a22o_1 -> buf_2
critical path arrival: 1.13 ns
ys cells: 44
chip area: 0.00640 sq mm
Synth top area share: 0.227
post-DR vias/cell: 3.05
share of cells above drive strength 1: 0.548
FP Core Util: 0.0967
Critical Setup Path Class: in2out
mapped cell area: 330 sq um
routed len/inst: 10.2 microns
Max Cap Viol: 0
drt drc: 0
final worst-path cycle share: 1.33
die height: 80 microns
min Tclk post-route: 1.33 ns
Flops: 0
top-level port count: 49
pre-CTS WS: -1.17 ns
post-route setup slack: -0.326 ns
Power Dens Cells: 361 mW/mm^2
GPL Wtd Cong: 0.671
CP delay by family, top: buffers and inverters
largest net degree at the start of global routing: 10
vias in the first global route: 343
CP max FO: 4
Die W: 80 microns
diode count: 0
Avg Inst Size Synth: 7.51 sq um
post-synthesis cell count: 44
final hold slack: 0.761 ns
final wirelength: 1.10 mm
initial drt markers: 2
GRT Residual Overflow: 0
Slew Viols, Final: 0
Worst Path Buf+Inv: 3
Fin. Hold Viols: 0
tool warnings: 64
post-synth top area cell: ha_1
P_leak: 0.284 nW
Filler cells: 389
most numerous logic cells after layout: conb_1, buf_2, ha_4
Yosys Chip Area: 330 sq um
Antenna Nets Post-Route: 0
Setup violations, final: 7
area grow syn2layout: 87.1%
failing checks: setup timing
sequential-to-total area share from yosys stat: 0
crit end category: primary output
via count: 329
DP HPWL: 833 microns
global-route wire length before repair: 1.69 mm
per-layer routing:
layer  track usage  routed length [microns]  up-vias
met5             0                        0        -
met4       0.00704                        0        0
met3             0                        3        0
met2        0.0674                      687        5
met1        0.0330                      407      155
li1              -                        -      169
timing repair:
action / in CTS / in global routing
pin swaps: 9 / 5
endpoints found under the setup margin: 7 / 7
gates cloned: 1 / 0
buffers inserted: 5 / 0
hold buffers: 0 / 0
gates resized: 53 / 7
Yosys cell counts:
| library cell | instances |
|---|---|
| nor2b_1 | 1 |
| a22o_1 | 2 |
| ha_1 | 6 |
| nor2_2 | 1 |
| a32o_1 | 1 |
| o21ai_1 | 1 |
| conb_1 | 1 |
| o211ai_1 | 1 |
| o21ai_0 | 3 |
| buf_6 | 1 |
| buf_4 | 9 |
| nand2b_1 | 1 |
| a21oi_1 | 1 |
| clkbuf_1 | 1 |
| inv_1 | 3 |
| mux2i_1 | 4 |
| or3b_1 | 1 |
| nor2_1 | 4 |
| mux2_2 | 1 |
| nand2_1 | 1 |
final timing paths:
kind / start / end / cells after the start
max: in8[0] / seg[6] / 6
min: in8[1] / seg[1] / 3
stage by stage:
stage | std cells | TNS [ns] | util
finish | 108 | -1.84 | 0.181
global route | 108 | -2.11 | 0.181
CTS | 109 | -2.31 | 0.181
detailed placement | 103 | -7.95 | 0.158
global placement | 103 | -7.86 | 0.158
floorplan | 52 | -0.00747 | -
logic make-up (layout without fill, tap and decap cells):
family | Yosys count | after routing | share of synthesized area
buffers and inverters | 14 | 24 | 0.284
AND-OR/OR-AND | 9 | 9 | 0.182
AND/OR/NAND/NOR | 9 | 9 | 0.140
other | 1 | 9 | 0.0114
adder cells (fa/ha/maj) | 6 | 6 | 0.227
multiplexers | 5 | 5 | 0.155
power by group:
part | leakage, nW | internal, mW | switching, mW
combinational | 0.284 | 0.124 | 0.0991
sequential | 0 | 0 | 0
clock | 0 | 0 | 0
total | 0.284 | 0.124 | 0.0991
final cells by class:
cell class	instances	area [sq um]	area share
multi-input combinational	38	360	0.583
timing repair buffer	21	171	0.277
tap	46	57.6	0.0931
inverter	3	28.8	0.0466
Power and IR drop assume default switching activity.
