`design/flow/run.sh`:
```
#!/bin/bash
# OpenROAD 26Q1-2900-gdf79404cd8, Yosys 0.63+post, stock flow scripts
make -C /OpenROAD-flow-scripts/flow DESIGN_CONFIG=/design/flow/config.mk WORK_HOME=/design/flow/orfs finish
```
`design/flow/config.mk`:
```
export PLATFORM = sky130hd
export DESIGN_NAME = RGBtop
export DESIGN_NICKNAME = RGBtop
export VERILOG_FILES = /design/flow/design.v
export SDC_FILE = /design/flow/constraint.sdc
export NUM_CORES = 4
export LEC_CHECK = 1
export CORE_AREA = 10 10 98 98
export DIE_AREA = 0 0 108 108
```
`design/flow/constraint.sdc`:
```
current_design RGBtop

set clk_period 2.1
set clk_io_pct 0.2

create_clock -name clk0 -period $clk_period [get_ports {CLK100MHZ}]

set non_clock_inputs [all_inputs -no_clocks]
set_input_delay [expr $clk_period * $clk_io_pct] -clock clk0 $non_clock_inputs
set_output_delay [expr $clk_period * $clk_io_pct] -clock clk0 [all_outputs]
```
`design/flow/design.v`:
```
`timescale 1ns / 1ps
`timescale 1ns / 1ps
module pwm (
    input CLK,
    input [7:0] duty,
    output reg [2:0] RGB1 ,
    output reg [2:0] RGB2
    );
    integer i;
      reg [7:0] cnt = 8'b0;
    always @(posedge CLK)
     begin
       cnt <= cnt + 1;
    end
    always RGB1 = (cnt < duty);
    always RGB2 = (cnt < duty);
endmodule
`timescale 1ns / 1ps
`timescale 1ns / 1ps
module RGBtop(CLK100MHZ, Pwm_out1 , Pwm_out2);
       input  CLK100MHZ;
       output  [2:0] Pwm_out1;
       output [2:0] Pwm_out2;
    pwm RGB1_B (.CLK(CLK100MHZ), .duty(0),   .RGB1(Pwm_out1[0]));
    pwm RGB1_G  (.CLK(CLK100MHZ), .duty(64), .RGB1(Pwm_out1[1]));
    pwm RGB1_R  (.CLK(CLK100MHZ), .duty(64), .RGB1(Pwm_out1[2]));
        pwm RGB2_B (.CLK(CLK100MHZ), .duty(0),   .RGB2(Pwm_out2[0]));
        pwm RGB2_G  (.CLK(CLK100MHZ), .duty(64), .RGB2(Pwm_out2[1]));
        pwm RGB2_R  (.CLK(CLK100MHZ), .duty(64), .RGB2(Pwm_out2[2]));
endmodule
```
==> ci_impl_report.md <==
## PnR job results

| Metric | Value |
|---|---|
| Hold Buf Count CTS | `0` |
| CTS sink count | `32` |
| Post-CTS resize count | `0` |
| Final HPWL DP | `978 um` |
| Area leader share | `0.567` |
| Net Sw Frac | `0.194` |
| Vias per inst | `3.03` |
| Hold WS | `a little over 400 ps` |
| Reg power frac | `0.597` |
| Max_cap viols | `0` |
| Antenna diodes | `0` |
| Layout Utilization | `0.177` |
| Die x size | `108 um` |
| Die height | `108 um` |
| Share of layout cells above drive strength 1 | `0.100` |
| Commonest cells post-synth | `32 x dfxtp_1, 14 x xnor2_1, 11 x nand3_1` |
| Slew Limit Fails | `0` |
| Setup Total Neg Slack | `0 ps` |
| CP Data Arrival Time | `1160 ps` |
| Clock Latency Late Sink | `270 ps` |
| Clk root buf | `clkbuf_8` |
| Synth Cell Area | `1130 um^2` |
| Avg WL per Cell | `between 6 and 7 um` |
| DR iter-0 viols | `16` |
| I/O Pins | `7` |
| Synth Instances | `between 100 and 150` |
| Crit path launch type | `register` |
| Wirelength, routed | `1410 um` |
| Worst-path clk slew | `60 ps` |
| CP Data Required Time | `1680 ps` |
| RePlAce Congestion | `between 0.7 and 0.8` |
| Number of enable flip-flop cells | `0` |
| Floorplan Utilization | `0.148` |
| Vias in the first global route | `592` |
| Skew final | `0.514 ps` |
| DRC Markers | `0` |
| CP peak stage delay | `460 ps` |
| Crit path max fanout | `3` |
| Hold Vio Cnt, Final | `0` |
| Yosys stat cell total | `a little over 100` |
| Tool warning count | `25` |
| Post-route minimum period | `around 1600 ps` |
| CP max stage cell | `clkdlybuf4s50_1` |
| Seq share, synth | `0.567` |
| Initial antenna violation count | `0` |
| Flop-to-flop setup slack | `1130 ps` |
| Post-route ant nets | `0` |
| Syn-to-layout area delta | `19.9%` |
| Yosys stat area | `1130 um^2` |
| Post-CTS setup repair buffer count | `0` |
| First-pass GRT wire length | `around 2600 um` |
| Cell Rows | `32` |
| Gate power share | `0` |
| H-tree depth | `2` |
| GRT Overall Usage | `0.0271` |
| Final Instance Area | `1360 um^2` |
| PortBufs | `4` |
| CTS tree | `built` |
| Syn avg cell area | `11.1 um^2` |
| Net Switching | `0.197 mW` |
| Min-delay worst type | `register to register` |
| Fill cells | `~820` |
| Unique cell type count in the Yosys netlist | `13` |
| Lkg Pwr | `0.503 nW` |
| Post-synth ARST share | `0` |
| Inserted Clock Buffers | `5` |
| Drt first pass iters | `3` |
| Clock share of power | `0.403` |
| Peak supply drop | `0.000158 V` |
| Core area | `7650 um^2` |
| Overall power | `1.02 mW` |
| Fmax | `631 MHz` |
| Most used flip-flop cell | `dfxtp_1` |
| Crit path capture type | `output pin` |
| Clock Path Buffers | `2` |
| Largest net degree at the start of global routing | `9` |
| Most frequent cell after synthesis | `dfxtp_1` |
| DP Area | `1290 um^2` |
| PwrDens | `751 nW/um^2` |
| Leading area contributor after synthesis | `dfxtp_1` |
| Status | `finished, final reports clean` |
| Internal power | `0.820 mW` |
| Unrepaired setup endpoints after global routing | `false` |
| Worst setup path class | `register to output pin` |
| Final period util | `0.755` |
| Synth flops | `32` |
| Setup violators final | `0` |
| Syn. warnings | `13` |
| Gr ovfl total | `0` |
| Via Count | `between 600 and 700` |
| CP cell instances | `nor2_1 -> clkdlybuf4s50_1` |
| Synth area leaders | `dfxtp_1 57%, xnor2_1 11%, xor2_1 7.8%` |
| Die Size | `11700 um^2` |
cells by family after synthesis:
group                    share of synthesized area
buffers and inverters                       0.0266
flip-flops                                   0.567
adder cells (fa/ha/maj)                     0.0443
other                                      0.00332
XOR/XNOR                                     0.186
AND/OR/NAND/NOR                              0.173
sequential cells by signal (all words and copies together), names as in the netlist:
register    cells
RGB1_G.cnt      8
RGB1_R.cnt      8
RGB2_G.cnt      8
RGB2_R.cnt      8
critical path: cells and delay by family (launching register included):
| kind | cells | cell delay (ps) |
|---|---|---|
| buf+inv | 1 | 460 |
| simple gates | 1 | 100 |
| flops | 1 | 330 |
final cells by class:
type | instances | area, um^2 | area share
multi-input cells | 65 | 463 | 0.342
flip-flops and latches | 32 | 641 | 0.473
clock buffers | 5 | 68.8 | 0.0508
repair buffers | 4 | 40.0 | 0.0295
well taps | 102 | 128 | 0.0942
inverters | 4 | 15.0 | 0.0111
metrics by stage:
stage / cells / worst slack, ps
floorplan: 103 / 1220
global placement: 207 / 802
detailed placement: 207 / 803
CTS: 212 / 497
global route: 212 / 449
finish: 212 / 515
cells in the final DEF, fill, tap and decap left out:
| cell type | count |
|---|---|
| dfxtp_1 | 32 |
| xnor2_1 | 14 |
| nand3_1 | 11 |
| xor2_1 | 10 |
| nor2_1 | 7 |
| nand2_1 | 6 |
| and3_1 | 5 |
| clkbuf_8 | 5 |
| inv_1 | 4 |
| ha_1 | 4 |
| clkdlybuf4s50_1 | 4 |
| nand3_2 | 3 |
| nor3_2 | 3 |
| conb_1 | 2 |
layer usage:
metal  wire, um  up-vias  track usage  share of wire
met2        527        9       0.0323           0.37
met4         51        0      0.00954          0.036
li1           -      340            -              -
met5          0        -            0              0
met3        106        6       0.0145          0.075
met1        725      287       0.0396           0.51
final timing paths:
| kind | startpoint | endpoint | cells past startpoint |
|---|---|---|---|
| max | RGB1_R.cnt[6] | Pwm_out1[2] | 2 |
| min | RGB1_R.cnt[0] | RGB1_R.cnt[0] | 1 |
| max reg2reg | RGB1_G.cnt[0] | RGB1_G.cnt[6] | 3 |
| min reg2reg | RGB1_R.cnt[0] | RGB1_R.cnt[0] | 1 |
power by group through the flow:
stage,Sequential (mW),Clock [mW],Combinational (mW)
final,0.607,0.410,0.000198
after global routing,0.606,0.458,0.000331
after CTS,0.607,0.424,0.000365
Power is estimated from default activity; no workload was simulated.
