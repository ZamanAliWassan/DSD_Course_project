### /design/flow/run.sh
#!/bin/bash
# OpenROAD 26Q1-2900-gdf79404cd8, Yosys 0.63+post, stock flow scripts
make -C /OpenROAD-flow-scripts/flow DESIGN_CONFIG=/design/flow/config.mk WORK_HOME=/design/flow/orfs finish
### /design/flow/config.mk
export PLATFORM = sky130hd
export DESIGN_NAME = Blinky_1Hz
export DESIGN_NICKNAME = Blinky_1Hz
export VERILOG_FILES = /design/flow/design.v
export SDC_FILE = /design/flow/constraint.sdc
export NUM_CORES = 4
export LEC_CHECK = 1
export CORE_UTILIZATION = 30
### /design/flow/constraint.sdc
current_design Blinky_1Hz

set clk_period 5.8
set clk_io_pct 0.2

create_clock -name clk0 -period $clk_period [get_ports {clock_in}]

set non_clock_inputs [all_inputs -no_clocks]
set_input_delay [expr $clk_period * $clk_io_pct] -clock clk0 $non_clock_inputs
set_output_delay [expr $clk_period * $clk_io_pct] -clock clk0 [all_outputs]
### /design/flow/design.v
`timescale 1ns / 1ps
module Blinky_1Hz(clock_in, clock_out);
 input clock_in;  
 output clock_out;  
 reg [31:0] counter_out;  
 reg clock_out;  
 initial begin
    counter_out<=32'h00000000;  
    clock_out<=0;
 end
 always @(posedge clock_in)
 begin
    counter_out<=counter_out + 32'h00000001;  
    if (counter_out>32'h5F5E100)  
    begin
        counter_out<=32'h00000000;  
        clock_out <= ~clock_out;  
    end
 end
 endmodule
==> run summary <==
yosys + openroad results -> most instantiated logic cells after routing=dfxtp_1 (32), nor2_1 (30), xnor2_1 (20), crit-path max cell delay=around 0.45 ns, EDFF count, synth=1, LEAKAGE=about 0.53 nW, die area=5360 um^2, first-pass GRT wire length=~4700 um, peak supply drop=0.120 mV, Worst-path clk slew=0.07 ns, crit share post-route=0.384, final wirelength=around 2600 um, post-CTS resize count=0, grt total ovfl=0, H-Tree Depth=2, register area=between 600 and 700 um^2, CTS Sinks=33, Logic area=806 um^2, Initial DRC Count=55, critical path arrival=1.07 ns, Max stage delay cell, worst path=clkdlybuf4s50_1, critical path required time=about 4.6 ns, endpoints failing setup=0, Slew @ Worst Pin=0.612 ns, initial antenna violation count=0, Yosys Instances=around 170, RSZ-0062 raised after global routing=no, Final Slew Violations=0, Worst Path Buf+Inv=1, max cap viols=0, Avg Synthesized Cell Area=between 9 and 10 um^2, row cnt=25, Root Buffer=clkbuf_8, synth unique cells=36, Async S/R FF share, synth=0, Sw Ratio=0.180, CTS buffer count=5, later-pin clock latency in the skew report=0.28 ns, RD Place Congestion=0.814, Fillers=between 400 and 500, largest net degree at the start of global routing=29, post-synth area from yosys stat=1520 um^2, crit-path cells=clkdlybuf4s50_1, Max clock buf depth=2, Seq share, synth=0.440, Achievable Freq=0.449 GHz, First-pass DRT Iterations=4, share of layout cells above drive strength 1=0.122, Setup Fix Bufs, Post-CTS=0, Total GRT Usage=0.114, Core Footprint=approximately 4800 um^2, Antenna Nets Post-Route=0, worst min path class=register to register, Ports=2, Clock Skew=0.00534 ns, status=finished clean, port bufs=1, Vias per Instance=roughly 4.4, sequential power share=0.509, Final min period=2.23 ns, clock power share=0.481, diode count=0, CTS tree=yes, synth warn=1, die width=73.2 um, Seq cells post-synth=33, kind of critical path=register to output pin, Dominant flop cell=dfxtp_1, crit end category=output pin, Gate Count Post-Synth=165, Area Growth Syn to Fin=12.2%, P_sw=~80 uW, Relative slew margins=0.592, Mapped Area=1520 um^2, hold slack=around 0.49 ns, setup tns final=0 ns, worst-path fanout max=2, Logic pwr share=0.010, Final Hold Fails=0, Pre-Place Util=0.316, residual DRC count=0, Pint=~370 uW, Die Y=73.2 um, Cell Pwr Density=267 nW/um^2, WL/cell=~11 um, total number of vias=roughly 1.0k, most numerous logic cell after layout=dfxtp_1, Hold Buf Count CTS=0, Setup crit start kind=register, Tool Warnings=26, vias in the first global route=1027, Largest delay share family, worst path=buffers and inverters, dpl hpwl=roughly 1700 um, Core Util, Final=0.355
## state kept, by name, indices dropped and copies added (netlist names)
| signal | cells |
|---|---|
| counter_out | 32 |
| clock_out | 1 |
## power by group through the flow
stage / sequential [mW] / combinational (mW) / clock, mW
finish: 0.232 / 0.00455 / 0.219
global route: 0.233 / 0.00540 / 0.238
CTS: 0.232 / 0.00477 / 0.225
## synthesized netlist by cell type (2+ instances only)
cell     count  area (um^2)
ha_1         2         25.0
buf_2        3         15.0
nand4_1      6         37.5
nor2_2       3         18.8
inv_1        6         22.5
xnor2_1     20          175
a21oi_1      2         10.0
nand3_2      2         20.0
nor4_4       4         85.1
nor4_1       6         37.5
nand2_1     11         41.3
nor3_1       5         25.0
dfxtp_1     32          641
xor2_1       4         35.0
nand3_1      9         45.0
nor2_1      30          113
## cells by family (layout without fill, tap and decap cells)
group,Yosys count,after routing,share of synthesized area
AND-OR/OR-AND,3,3,0.00986
AND/OR/NAND/NOR,90,90,0.353
other,1,5,0.00246
XOR/XNOR,24,24,0.138
buffers and inverters,12,15,0.0403
adder cells (fa/ha/maj),2,2,0.0164
flip-flops,33,33,0.440
## metal layers
layer	wire length (um)	GRT usage	share of wire	up-vias
met3	79	0.0280	0.030	4
met2	1120	0.170	0.43	16
met4	46	0.0240	0.018	0
met5	0	0	0	-
met1	1350	0.169	0.52	463
li1	-	-	-	563
## per-stage QoR
stage | cell area, um^2 | total power [mW] | setup WS [ns] | instances
3_5_place_dp | 1590 | 0.242 | 3.86 | 231
5_1_grt | 1710 | 0.476 | 3.51 | 239
3_3_place_gp | 1590 | 0.242 | 3.86 | 231
4_1_cts | 1710 | 0.462 | 3.55 | 239
6_report | 1710 | 0.456 | 3.57 | 239
2_1_floorplan | 1540 | 0.239 | 4.17 | 169
## layout make-up
cell class,count,area share
clock inverters,1,0.0176
multi-input cells,124,0.471
well taps,67,0.0490
inverters,6,0.0132
clock buffers,7,0.0505
flip-flops and latches,33,0.392
repair buffers,1,0.00586
## worst paths after layout
path	slack (ns)	depth (start not counted)	endpoint	start
worst min-delay path	0.49	1	counter_out[0]	counter_out[0]
worst max register to register	3.89	4	clock_out	counter_out[12]
worst min register to register	0.49	1	counter_out[0]	counter_out[0]
worst max-delay path	3.57	1	clock_out	clock_out
Power figures rest on the tool's default switching activity, not on a simulated workload.
